**./design.v**
```verilog
module bin4_to_7seg (
    input [3:0] bin,
    output reg [6:0] seg
);
    always @(*) begin
        case (bin)
            4'h0: seg = 7'b1000000;  
            4'h1: seg = 7'b1111001;  
            4'h2: seg = 7'b0100100;  
            4'h3: seg = 7'b0110000;  
            4'h4: seg = 7'b0011001;  
            4'h5: seg = 7'b0010010;  
            4'h6: seg = 7'b0000010;  
            4'h7: seg = 7'b1111000;  
            4'h8: seg = 7'b0000000;  
            4'h9: seg = 7'b0010000;  
            4'hA: seg = 7'b0001000;  
            4'hB: seg = 7'b0000011;  
            4'hC: seg = 7'b1000110;  
            4'hD: seg = 7'b0100001;  
            4'hE: seg = 7'b0000110;  
            4'hF: seg = 7'b0001110;  
            default: seg = 7'b1111111;  
        endcase
    end
endmodule
`timescale 1ns / 1ps
module clock_divider #(parameter N = 26) (
    input clk,                
    output reg slow_clk = 0   
);
    reg [N-1:0] count = 0;
    always @(posedge clk) begin
        count <= count + 1;
        slow_clk <= count[N-1];   
    end
endmodule
`timescale 1ns / 1ps
module synchronous_counter(
    input rst,
    input clk,
    output reg [3:0] count
    );
    always @(posedge clk or posedge rst)
    begin
        if(rst)
            count <= 4'b0000;
        else 
            count <= count +1; 
    end
endmodule
module top_synchronous_counter(
    input clk,
    input rst,
    output [6:0] seg,
    output [3:0] an
);
    wire [3:0] count;
    wire clk_div;
    wire [6:0] seg_out;
    assign an = 4'b1110;  
    clock_divider #(26) div (.clk(clk), .slow_clk(clk_div));
    synchronous_counter counter (.clk(clk_div), .rst(rst), .count(count));
    bin4_to_7seg decoder (.bin(count), .seg(seg_out));
    assign seg = seg_out;
endmodule
```
**./config.mk**
```make
export PLATFORM = sky130hd
export DESIGN_NAME = top_synchronous_counter
export DESIGN_NICKNAME = top_synchronous_counter
export VERILOG_FILES = /design/flow/design.v
export SDC_FILE = /design/flow/constraint.sdc
export NUM_CORES = 4
export LEC_CHECK = 1
export CORE_AREA = 10 10 105 105
export DIE_AREA = 0 0 115 115
```
**./constraint.sdc**
```tcl
current_design top_synchronous_counter

set clk_period 4.6
set clk_io_pct 0.2

create_clock -name clk0 -period $clk_period [get_ports {clk}]

set non_clock_inputs [all_inputs -no_clocks]
set_input_delay [expr $clk_period * $clk_io_pct] -clock clk0 $non_clock_inputs
set_output_delay [expr $clk_period * $clk_io_pct] -clock clk0 [all_outputs]
```
**./run.sh**
```bash
#!/bin/bash
# OpenROAD 26Q1-2900-gdf79404cd8, Yosys 0.63+post, stock flow scripts
make -C /OpenROAD-flow-scripts/flow DESIGN_CONFIG=/design/flow/config.mk WORK_HOME=/design/flow/orfs finish
```
==> flow_summary_export.csv <==
group,metric,value,unit
status,status,"complete, no violations",
clock_network,cts_buffer_depth,2,
grt,grt_pass1_vias,851,
grt,overflow,0,
final_timing,unclocked_pins,4,
clock_network,tritoncts,"built",
final_timing,final_max_slew_viol_count,0,
detailed_routing,postRouteAntennaNets,0,
setup_path,end_kind,"flip-flop",
yosys,yosysUniqueCellTypes,31,
worst_hold_path,hp-class,"reg2reg",
clock_network,cts_buffers,3,
yosys,ys_cells,140,
yosys,syn_area_per_cell,10.4,µm²
detailed_routing,viasPerCell,3.55,
yosys,yosysWarnings,3,
yosys,syn_inst,140,
yosys,netlist_area,1460,µm²
clock_network,cts_resized,0,
layout,n_fill_cell,960,
detailed_routing,vias,910,
setup_path,critPathLaunchType,"flip-flop",
yosys,synthTopCellsByArea,"dfxtp_1, xnor2_1, dfrtp_1",
grt,grt_max_degree,16,
clock_network,path_clk_slew,0.09,ns
grt,grt_usage,3.25,%
final_timing,setup_viol,0,
final_timing,finalCriticalPeriod,1.53,ns
floorplan,die_area,13200,µm²
layout,layout_top_cells,"dfxtp_1, xnor2_1, nand3_1, nor2_1",
placed_design,dp_hpwl,1570,µm
yosys,netlist.area_leader.share,37.0,%
yosys,yosys_area,1460,µm²
layout,layout.cells.most_common,"dfxtp_1",
detailed_routing,routed_wl,2090,µm
final_timing,finalSetupTns,0,ns
power_and_ir_drop,p_per_area,216,nW/µm²
clock_network,postCtsSetupBuffers,0,
power_and_ir_drop,p_total,365,µW
final_timing,finalWorstSetupSlack,3.07,ns
final_timing,rsz0062_at_grt,"false",
final_timing,tightest_slew,0.529,ns
detailed_routing,dr.pass1.iters,3,
setup_path,criticalPathCategory,"reg2reg",
detailed_routing,wire_per_inst,8.14,µm
clock_network,cts_hold_buf,0,
yosys,numSynthFlops,31,
floorplan,core,8760,µm²
setup_path,cp_max_fo,8,
grt,grt_antenna_before_repair,0,
grt,grt_pass1_wl,3800,µm
final_timing,fin_skew,0.00431,ns
placed_design,portBuffers,8,
floorplan,dieHeight,115,µm
floorplan,ios,13,
floorplan,initial_utilization,16.7,%
placed_design,pre_cts_ws,3.07,ns
final_timing,unconstrained_endpoints,11,
power_and_ir_drop,p_leak,0.000579,µW
yosys,yosysTopAreaCell,"dfxtp_1",
floorplan,die_w,115,µm
clock_network,htreeDepth,1,
clock_network,root_buffer,"clkbuf_8",
floorplan,rows,34,
placed_design,place_congestion,0.756,
layout,drive_gt1_share,8.11,%
clock_network,worstSkewPairLatency,0.27,ns
final_timing,max_freq,0.653,GHz
setup_path,worstPathArrival,1.70,ns
flow_run,drv_cap,0,
placed_design,dp.cells,252,
final_timing,slew_headroom,64.7,%
layout,area_growth,15.8,%
detailed_routing,antenna-diode-count,0,
final_timing,hold_violations,0,
final_timing,finalCritPeriodShare,33.3,%
detailed_routing,first_iter_violations,49,
flow_run,warning_count,30,
yosys,ys_seq_share,43.8,%
setup_path,worstPathRequired,4.77,ns
layout,fin_cells,256,
power_and_ir_drop,peakVddDrop,0.000164,V
detailed_routing,drcViolationCount,0,
## registers in the layout (all words and copies together), names as in the netlist
| name | count |
|---|---|
| div.slow_clk | 1 |
| counter.count | 4 |
| div.count | 26 |
## report_power, final
part / total, µW / switching (µW) / internal (µW)
Combinational: 1.69 / 0.890 / 0.798
Clock: 130 / 69.3 / 60.5
Sequential: 233 / 0 / 233
## per-layer routing
metal / vias to the layer above / track usage (%) / part of all wire, %
li1: 488 / - / -
met1: 405 / 4.88 / 55
met2: 15 / 4.65 / 38
met3: 2 / 1.05 / 6.1
met4: 0 / 0.165 / 0.38
met5: - / 0 / 0
## cell usage after synthesis
| cell type | n |
|---|---|
| a22o_1 | 1 |
| and4_1 | 1 |
| nand2_1 | 6 |
| or3b_2 | 1 |
| nand4_4 | 2 |
| nand4_1 | 8 |
| mux2i_1 | 5 |
| a32o_1 | 1 |
| nor2_2 | 1 |
| inv_1 | 7 |
| dfxtp_1 | 27 |
| buf_2 | 1 |
| nor3_1 | 1 |
| o21ai_0 | 1 |
| and3_1 | 1 |
| a21oi_1 | 2 |
| xor2_1 | 5 |
| dfrtp_1 | 4 |
| xnor2_1 | 21 |
| ha_1 | 7 |
| nand3_1 | 14 |
| conb_1 | 2 |
| o22ai_1 | 1 |
| nand2b_1 | 1 |
| clkbuf_1 | 1 |
| mux4_2 | 1 |
| nor3_4 | 2 |
| nor4_4 | 1 |
| buf_4 | 4 |
| nor2_1 | 9 |
| nor2b_1 | 1 |
## per-stage QoR
| stage | util, % | hold WS (ns) | area [µm²] |
|---|---|---|---|
| 2_1_floorplan | - | 0.350 | 1470 |
| 5_1_grt | 19.3 | 0.381 | 1690 |
| 3_3_place_gp | 18.8 | 0.358 | 1650 |
| 3_5_place_dp | 18.8 | 0.357 | 1650 |
| 6_report | 19.3 | 0.368 | 1690 |
| 4_1_cts | 19.3 | 0.371 | 1690 |
## kinds of logic (layout without fill, tap and decap cells)
group	Yosys count	after routing	synth area share, %
buffers and inverters	13	19	4.45
multiplexers	6	6	4.97
AND-OR/OR-AND	6	6	2.74
adder cells (fa/ha/maj)	7	7	5.99
XOR/XNOR	26	26	15.6
AND/OR/NAND/NOR	49	49	21.9
flip-flops	31	31	43.8
other	2	4	0.514
## critical path: stages, from the launching register on
cell and delay [ns]:
dfxtp_1 0.40, ha_1 0.28, inv_1 0.10, nor3_4 0.35, nand4_1 0.16, xnor2_1 0.14
## path summary, 6_finish.rpt
check,start,endpoint,slack (ns),depth (start not counted)
setup / recovery,div.count[0],div.count[12],3.07,5
hold / removal,div.count[25],div.slow_clk,0.37,0
setup reg to reg,div.count[0],div.count[12],3.07,5
hold reg to reg,div.count[25],div.slow_clk,0.37,0
## area by class of cell
type,instances,area (µm²),area share [%]
clock buffers,3,41.3,2.44
flip-flops and latches,31,641,37.9
inverters,7,26.3,1.55
clock inverters,1,5.00,0.296
well taps,108,135,7.99
repair buffers,8,80.1,4.73
multi-input cells,98,763,45.1
